File: run.sh
#!/bin/bash
# OpenROAD 26Q1-2900-gdf79404cd8, Yosys 0.63+post, stock flow scripts
make -C /OpenROAD-flow-scripts/flow DESIGN_CONFIG=/design/flow/config.mk WORK_HOME=/design/flow/orfs finish
File: config.mk
export PLATFORM = sky130hd
export DESIGN_NAME = cpu_controller
export DESIGN_NICKNAME = cpu_controller
export VERILOG_FILES = /design/flow/design.v
export SDC_FILE = /design/flow/constraint.sdc
export NUM_CORES = 4
export LEC_CHECK = 1
export CORE_AREA = 10 10 74 74
export DIE_AREA = 0 0 84 84
File: constraint.sdc
current_design cpu_controller

set clk_period 3.1
set clk_io_pct 0.2

create_clock -name clk0 -period $clk_period [get_ports {clk}]

set non_clock_inputs [all_inputs -no_clocks]
set_input_delay [expr $clk_period * $clk_io_pct] -clock clk0 $non_clock_inputs
set_output_delay [expr $clk_period * $clk_io_pct] -clock clk0 [all_outputs]
File: design.v
module cpu_controller(output reg load_R0,load_R1,load_R2,load_R3,load_PC,inc_PC,load_IR,load_Y,load_Z,load_addr,write,
                      output [2:0] sel_mux1,
                      output [1:0] sel_mux2,
							 input  [7:0] IR,
							 input  Z,clk,rst    );
localparam idle = 0,
           fet1 = 1,
			  fet2 = 2,
			  dec  = 3,
			  exe  = 4,
			  rd1  = 5,
			  rd2  = 6,
			  wr1  = 7,
			  wr2  = 8,
			  br1  = 9,
			  br2  = 10,
			  halt = 11;
localparam NOP = 0,
           ADD = 1,
			  SUB = 2,
			  AND = 3,
			  NOT = 4,
			  RD  = 5,
			  WR  = 6,
			  BR  = 7,
			  BRZ = 8;
localparam R0 = 0,
           R1 = 1,
			  R2 = 2,
			  R3 = 3;
reg [3:0] state,next_state;
reg sel_alu,sel_bus1,sel_mem;
reg sel_R0,sel_R1,sel_R2,sel_R3,sel_PC;
reg err_flag;
wire [3:0] opcode = IR[7:4];
wire [1:0] src = IR[3:2];
wire [1:0] dest = IR[1:0];
assign sel_mux1 = sel_R0 ? 0:
                  sel_R1 ? 1:
						sel_R2 ? 2:
						sel_R3 ? 3:
						sel_PC ? 4:3'bx;
assign sel_mux2 = sel_alu ? 0:
                  sel_bus1 ? 1:
						sel_mem ? 3:2'bx;
always@(posedge clk,negedge rst) begin : State_transtitions
if(rst==0) state <= idle; else state <= next_state; end
always@(*) begin 
sel_R0 = 0;sel_R1 = 0;sel_R2 = 0;sel_R3 = 0;sel_PC = 0;
load_R0 = 0;load_R1 = 0;load_R2 = 0;load_R3 = 0;load_PC = 0;
load_IR = 0;load_Y = 0; load_Z = 0;load_addr = 0;
inc_PC = 0;
sel_bus1 = 0;
sel_alu = 0;
sel_mem = 0;
write = 0;
err_flag = 0;
next_state = state;
case(state) 
             idle : next_state = fet1;
				 fet1 : begin
				        next_state = fet2;
						  sel_PC = 1;
						  sel_bus1 = 1;
						  load_addr = 1;
						  end
				 fet2 : begin 
				        next_state = dec;
						  sel_mem = 1;
						  load_IR = 1;
						  inc_PC = 1;
						  end
				 dec  : begin
				        case(opcode) 
						               NOP : next_state = fet1;
											ADD,SUB,AND : begin 
											              next_state = exe;
															  sel_bus1 = 1;
															  load_Y = 1;
															  case(src) 
															           R0 : sel_R0 = 1;
																		  R1 : sel_R1 = 1;
																		  R2 : sel_R2 = 1;
																		  R3 : sel_R3 = 1;
																	default : err_flag = 1;
																endcase
																end  
											NOT : begin 
											      next_state = fet1;
													load_Z = 1;
													sel_alu = 1;
                                       case(src) 
															    R0 : sel_R0 = 1;
																 R1 : sel_R1 = 1;
																 R2 : sel_R2 = 1;
																 R3 : sel_R3 = 1;
														  default : err_flag = 1;
													 endcase
													 case(dest) 
															    R0 : load_R0 = 1;
																 R1 : load_R1 = 1;
																 R2 : load_R2 = 1;
																 R3 : load_R3 = 1;
														  default : err_flag = 1;
													 endcase
													 end  
											RD : begin 
											     next_state = rd1;
												  sel_PC = 1;
												  sel_bus1 = 1;
												  load_addr = 1;
												  end
											WR : begin
										        next_state = wr1;
												  sel_PC = 1;
												  sel_bus1 = 1;
												  load_addr = 1;
												  end
											BRZ: if(Z) begin
											     next_state = br1;
												  sel_PC = 1;
												  sel_bus1 = 1;
												  load_addr = 1;
												  end
												  else begin
												  next_state = fet1;
												  inc_PC = 1;
												  end
										default: next_state = halt;
								endcase
								end
				exe: begin
					  next_state = fet1;
					  load_Z = 1;
					  sel_alu = 1;
					  case(dest)
							R0 : begin sel_R0 = 1;load_R0 = 1; end
							R1 : begin sel_R1 = 1;load_R1 = 1; end
							R2 : begin sel_R2 = 1;load_R2 = 1; end
							R3 : begin sel_R3 = 1;load_R3 = 1; end
							default : err_flag = 1;
						endcase
						end
				 rd1: begin
						next_state = rd2;
						sel_mem = 1;
						load_addr = 1;
						inc_PC = 1;
						end
				 wr1: begin
						next_state = wr2;
						sel_mem = 1;
						load_addr = 1;
						inc_PC = 1;
						end	
				 rd2: begin
						next_state = fet1;
						sel_mem = 1;
						case(dest) 
									 R0 : load_R0 = 1;
									 R1 : load_R1 = 1;
									 R2 : load_R2 = 1;
									 R3 : load_R3 = 1;
							  default : err_flag = 1;
						 endcase
						 end
				 wr2: begin
						next_state = fet1;
						write = 1;
						case(src) 
									 R0 : sel_R0 = 1;
									 R1 : sel_R1 = 1;
									 R2 : sel_R2 = 1;
									 R3 : sel_R3 = 1;
							  default : err_flag = 1;
						 endcase
						 end
				 br1: begin
						next_state = br2;
						sel_mem = 1;
						load_addr = 1;
						end
				 br2: begin
						next_state = fet1;
						load_PC = 1;
						sel_mem = 1;
						end
				halt: next_state = halt;
			default: next_state = idle;
endcase
		end
endmodule
==> flow_summary.json <==
{
  "outcome": "completed",
  "largest_register": "state",
  "required_ns": 2.48,
  "power.sequential.fraction": 0.412,
  "finalWeightedCongestion": 0.861,
  "htree_levels": 1,
  "post_synth_edffs": 0,
  "globalRoute.totalOverflow": 0,
  "layout_worst_path_cycle_share": 0.958,
  "log.warning_count": 26,
  "total_via_count_in_the_routed_design": 562,
  "timing.rr.start": "state[2]$_DFF_PN0_",
  "first_iter_violations": 32,
  "synth-async-reset-ratio": 1.00,
  "final_layout_size_suffix_gt1_frac": 0.215,
  "clock.fmax_mhz": 337,
  "hold_viol": 0,
  "worstSetupStartpoint": "IR[4]",
  "max_cap_violations": 0,
  "rrSetupSlack_ns": 1.67,
  "distinct_cells_synth": 22,
  "cp_data_arrival_time_ns": 2.35,
  "overall_power_after_layout_mw": 0.382,
  "totalNegativeSetupSlack_ns": 0,
  "pwr-share-clk": 0.357,
  "hold-path-cell-count": 0,
  "slowest_delay_ns": 0.42,
  "antenna_cells": 0,
  "groute.usage.overall": 0.0452,
  "end_kind": "output port",
  "yosysChipArea_um2": 532,
  "ios": 27,
  "cell_internal_pwr_mw": 0.296,
  "min-delay-path-class": "register to register",
  "cts_buffer_depth": 2,
  "post_dp_hpwl_mm": 1.36,
  "powerDensity_mw_per_mm2": 375,
  "cts-buffers-inserted": 3,
  "netlist.top_cell.by_area": "sky130_fd_sc_hd__dfrtp_1",
  "top_area_frac": 0.471,
  "final.min_clock_period_ns": 2.97,
  "largest_register_ff_count": 11,
  "synth.top_cells.by_area": "sky130_fd_sc_hd__dfrtp_1 (47%), sky130_fd_sc_hd__nand3b_1 (5.6%), sky130_fd_sc_hd__dfstp_2 (4.9%), sky130_fd_sc_hd__nor3_1 (4.7%), sky130_fd_sc_hd__nor3b_1 (4.2%)",
  "antenna_found_initial": 0,
  "layout.core_utilization": 0.256,
  "final_common_cell": "sky130_fd_sc_hd__clkdlybuf4s50_1",
  "finalSetupViolCount": 0,
  "slew_violations": 0,
  "reg.largest.list": "state (11)",
  "crit_fanout": 4,
  "via_count_of_the_first_global_routing_pass": 568,
  "ys_cells": 54,
  "critical_path.reg2reg.endpoint": "state[6]$_DFF_PN0_",
  "grt_start_max_net_pins": 12,
  "antenna_left": 0,
  "fp.dieW_um": 84,
  "crit_end": "load_addr",
  "critical_path_class": "input pin to output port",
  "leakage_nw": 0.429,
  "clock_tree.root_cell": "sky130_fd_sc_hd__clkbuf_8",
  "post_drt_wl_per_cell_um": 11.9,
  "layout_top_cells_excl_fill_tap": "sky130_fd_sc_hd__clkdlybuf4s50_1 (20), sky130_fd_sc_hd__dfrtp_1 (10), sky130_fd_sc_hd__buf_4 (9)",
  "synth_cells": 54,
  "global_route_wire_length_before_repair_mm": 2.66,
  "cts_tree": "done",
  "unrepaired_setup_endpoints_after_global_routing": "false",
  "clock_insertion_delay_worst_skew_ns": 0.23,
  "design.die.area_mm2": 0.00706,
  "area_delta_synth_final_pct": 91.3,
  "vias_per_cell": 3.93,
  "final.setup.worst_slack_ns": 0.129,
  "drcViolationCount": 0,
  "power.share.switching": 0.223,
  "syn-mean-instance-area_um2": 9.85,
  "count_of_yosys_warnings_during_synthesis": 1,
  "worst_r2r_path_depth": 2,
  "share_comb_of_total_power": 0.231,
  "synth.ff_latch_count": 11,
  "path_cells": "clkdlybuf4s50_1, buf_4, inv_1, nor3_1, a311o_1, or4_1, dlygate4sd2_1",
  "critical_path.startpoint_type": "input pin",
  "cpMaxStageDelayCell": "sky130_fd_sc_hd__clkdlybuf4s50_1",
  "postRouteWirelength_mm": 1.71,
  "floorplanUtilization": 0.134,
  "buffer_ports.inserted": 26,
  "postSynthSeqShare": 0.520,
  "detailedRoute.firstPassIterationCount": 4,
  "layout.cells.non_filler": 143,
  "synth_area_um2": 532,
  "row_count": 23,
  "dominantRegCellSynth": "sky130_fd_sc_hd__dfrtp_1",
  "dpl.cell_count": 136,
  "clock_skew_ns": 0.00111,
  "path_clk_slew_ns": 0.05,
  "place_worst_setup_slack_ns": -0.203,
  "die_h_um": 84,
  "clock-sinks": 11,
  "floorplan.core_area_mm2": 0.00397,
  "switchingPower_mw": 0.0853,
  "vdd.ir_drop.worst_mv": 0.213
}
-- stage by stage --
step | instance area (um^2) | hold WS, ns
2_1_floorplan | 532 | 0.324
3_3_place_gp | 900 | 0.360
3_5_place_dp | 900 | 0.361
4_1_cts | 953 | 0.368
5_1_grt | 1020 | 0.381
6_report | 1020 | 0.365
-- timing repair --
| item | CTS | global route |
|---|---|---|
| cloned | 0 | 0 |
| setup buffers | 1 | 2 |
| pin swaps | 0 | 2 |
| hold buffers | 0 | 0 |
| endpoints found under the setup margin | 5 | 7 |
| resized | 5 | 11 |
-- synthesized netlist by cell type (2+ instances only) --
library cell	count
sky130_fd_sc_hd__a311o_1	2
sky130_fd_sc_hd__dfrtp_1	10
sky130_fd_sc_hd__inv_1	4
sky130_fd_sc_hd__nand3_1	2
sky130_fd_sc_hd__nand3b_1	4
sky130_fd_sc_hd__nor2_1	5
sky130_fd_sc_hd__nor2b_1	2
sky130_fd_sc_hd__nor3_1	5
sky130_fd_sc_hd__nor3b_1	3
sky130_fd_sc_hd__o21ai_0	4
sky130_fd_sc_hd__or4_1	2
-- worst max-delay path: cells and delay by family --
kind / cells / cell delay, ns
AND-OR/OR-AND: 1 / 0.33
buffers and inverters: 4 / 0.91
AND/OR/NAND/NOR: 2 / 0.48
-- worst min-delay path by stage --
stage	from	to
final	state[7]$_DFF_PN0_	state[4]$_DFF_PN0_
after global routing	state[7]$_DFF_PN0_	state[4]$_DFF_PN0_
after CTS	state[7]$_DFF_PN0_	state[4]$_DFF_PN0_
-- metal layers --
metal  wire length, um  track usage
met1               734       0.0518
met2               768       0.0690
met3               203       0.0335
met4                 0      0.00304
met5                 0            0
-- layout make-up --
| type | instances | area, um^2 |
|---|---|---|
| sequential | 11 | 277 |
| multi-input combinational | 39 | 290 |
| fill | 415 | 2950 |
| inverter | 4 | 15.0 |
| tap | 50 | 62.6 |
| clock buffer | 4 | 45.0 |
| timing repair buffer | 35 | 328 |
-- kinds of logic (layout without fill, tap and decap cells) --
family | Yosys count | count (layout) | synth area share
compound gates | 11 | 11 | 0.141
simple gates | 27 | 27 | 0.304
other cells | 1 | 1 | 0.00705
flops | 11 | 11 | 0.520
buf+inv | 4 | 43 | 0.0282
-- power by group through the flow --
stage | clock network [mW] | logic [mW] | registers (mW)
final | 0.136 | 0.0883 | 0.157
after global routing | 0.152 | 0.0979 | 0.158
after CTS | 0.140 | 0.0811 | 0.157
Power figures rest on the tool's default switching activity, not on a simulated workload.
