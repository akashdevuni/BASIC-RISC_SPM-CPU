## /design/flow/config.mk

```make
export PLATFORM = sky130hd
export DESIGN_NAME = RAM
export DESIGN_NICKNAME = RAM
export VERILOG_FILES = /design/flow/design.v
export SDC_FILE = /design/flow/constraint.sdc
export NUM_CORES = 4
export LEC_CHECK = 1
export CORE_UTILIZATION = 40
```

## /design/flow/constraint.sdc

```tcl
current_design RAM

set clk_period 17.5
set clk_io_pct 0.2

create_clock -name clk0 -period $clk_period [get_ports {clk}]

set non_clock_inputs [all_inputs -no_clocks]
set_input_delay [expr $clk_period * $clk_io_pct] -clock clk0 $non_clock_inputs
set_output_delay [expr $clk_period * $clk_io_pct] -clock clk0 [all_outputs]
```

## /design/flow/run.sh

```bash
#!/bin/bash
# OpenROAD 26Q1-2900-gdf79404cd8, Yosys 0.63+post, stock flow scripts
make -C /OpenROAD-flow-scripts/flow DESIGN_CONFIG=/design/flow/config.mk WORK_HOME=/design/flow/orfs finish
```

## /design/flow/design.v

```verilog
module RAM(output [7:0] out,input [7:0] in,addr,input clk,write);
reg [7:0] memory[255:0];
assign out = memory[addr];
always@(posedge clk) begin
if(write) memory[addr] <= in; end
endmodule
```

==> results.cfg <==
; implementation run metrics
[sta]
final_max_slew_viol_count = 0
hold_ws_ns = 3.112
setup_violations = 0
worst_slew_pin_slew_ns = 1.003
fin_crit_sh_pct = 69.78
hold_violations = 0
rsz0062_at_grt = no
setup_tns_ns = 0
fin_crit_ns = 12.21
fmax_mhz = 81.89
slew_headroom_pct = 32.27

[drt]
ant_nets = 0
dr.pass1.iters = 5
drt_iter0_drc = 2422
drc = 0
post_drt_wl_per_cell_um = 28.81
routed_via_density = 5.680
wl_mm = 187.1
vias = 36880

[die]
ioPinCount = 26
core_area_um2 = 194800
die_x_um = 444.5
fp_util_pct = 40.21
die_area_um2 = 197600
die_h_um = 444.5
rows = 162

[clocking]
cts_tree = built
cts_hold_buf = 0
cts_sinks = 2048
htree_levels = 4
cts_setup_buffers = 0
cts_root_buffer = clkbuf_16
ctsLongestPathBuffers = 3
cts-resized-gates = 0
cts.clk_slew.worst_paths_ns = 0.06
cts_made_buffers = 197

[synth]
netlist_area_um2 = 78330
ys_cells = 3539
postSynthSeqShare_pct = 78.51
ys.warnings.count = 1
ys.flops = 2048
largest_area_cell = edfxtp_1
yosysUniqueCellTypes = 21
syn_area_per_cell_um2 = 22.13
postSynthCellCount = 3539
yosys_area_um2 = 78330
area_leaders = edfxtp_1, mux4_2, a22oi_1
top_cell_area_share_pct = 78.51

[grt]
grt_pass1_wl_mm = 275.7
grt_pass1_vias = 40730
grt_overflow = 0
grt_use_total_pct = 21.20
grt_start_max_net_pins = 153
grt_antenna_before_repair = 1

[run]
warning_count = 38
drv_cap = 0

[worst_setup_path]
crit_path_frequent_cell = buf_4
cp_cell_sequence = buf_8 -> buf_4 -> buf_4 -> buf_4 -> mux4_2 -> a22oi_1 -> a21oi_1 -> o41ai_1 -> nand4_1 -> clkdlybuf4s50_1
critPathMaxStageDelay_ns = 0.94
worstSetupEndpointType = output port
crit_fanout = 64
cpMaxStageDelayCell = o41ai_1
path_class = in -> out
path_buffers = 5
required_ns = 14.00
start_kind = input pin
critPathTopFamily = buffers and inverters
startpoint = addr[1]
arrival_ns = 8.71

[cells_and_area]
syn_to_final_growth_pct = 12.86
largestRegisters = memory x2048
drive_above_1_share_pct = 25.21
final_common_cell = edfxtp_1
fin_util_pct = 45.38
largest_reg_flops = 2048
final_cell_mix = edfxtp_1, mux4_2, a22oi_1, nor2_1, clkbuf_16
top_register = memory
fillerInstances = 15940

[placed_design]
port_buffers = 25
hpwl_mm = 108.9
place.gp.congestion = 0.8714

[pwr]
p_seq_share_pct = 54.9
peakVddDrop_v = 0.0001021
power_frac_clock_pct = 40.5
powerDensity_nw_per_um2 = 111.5
comb_power_share_pct = 4.6
cellLeakagePower_nw = 26.59
p_sw_mw = 2.080
p_int_mw = 7.774
power.total_mw = 9.854
netSwitchingFraction_pct = 21.11

[hold_path]
hold_start = in[7]
hold_end = memory[173][7]
worst_hold_path_type = in -> reg
hold_depth = 1

[status]
status = finished clean
-- cell type report --
type	instances	area [µm²]	share of cell area [%]
Multi-Input combinational cell	1258	15880	17.97
Timing Repair Buffer	197	1704	1.928
Inverter	1	3.754	0.004246
Antenna cell	4	10.01	0.01132
Clock inverter	106	834.6	0.9440
Sequential cell	2048	61500	69.57
Clock buffer	254	5186	5.867
Tap cell	2624	3283	3.714
-- synthesized netlist by cell type, drive strengths merged --
master / count
and2: 3
a22oi: 256
a21oi: 128
nor2b: 7
inv: 1
mux4: 512
edfxtp: 2048
o41ai: 32
nand3: 13
nand2: 28
nand4: 8
buf: 87
nor3: 30
clkbuf: 145
or2: 2
or3: 1
nand2b: 6
nor2: 232
-- worst max path at each step --
stage     cells past startpoint  slack, ns      to
6_report                     10       5.29  out[6]
5_1_grt                      11       4.98  out[3]
4_1_cts                      11       5.16  out[4]
-- logic make-up after synthesis --
kind of cell / count (synthesis) / synth area share [%]
flip-flops: 2048 / 78.51
multiplexers: 512 / 14.72
AND-OR/OR-AND: 416 / 3.629
AND/OR/NAND/NOR: 330 / 1.736
buffers and inverters: 233 / 1.404
-- power by group through the flow --
stage | registers (mW) | clock network (mW) | logic [mW]
5_1_grt | 5.41 | 4.25 | 0.486
6_report | 5.41 | 3.99 | 0.452
4_1_cts | 5.41 | 4.07 | 0.460
-- stage by stage --
stage	std cells	worst slack (ns)	cell area, µm²
after floorplan	3539	8.759	78330
after detailed placement	6128	5.169	82370
after global routing	6489	4.978	88390
after CTS	6488	5.158	88390
final	6492	5.289	88400
after global placement	6128	5.156	82370
-- metal layers --
layer  GRT usage, %  part of all wire [%]
met5         0.2930                 0.041
met3          14.14                    15
met4          4.499                   2.7
met2          31.10                    48
met1          28.03                    35
Power figures rest on the tool's default switching activity, not on a simulated workload.
